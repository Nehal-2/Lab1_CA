--- flow/design.v ---
`timescale 1ns / 1ps
module alu#(
    parameter ALU_WIDTH = 16
)(
        input logic [1:0] alu_op,
        input logic [ALU_WIDTH-1:0] op1,
        input logic [ALU_WIDTH-1:0] op2,
        output logic [ALU_WIDTH-1:0] alu_result
    );
    always @(*) begin
        case (alu_op)
            2'b00: alu_result = op1 + op2;
            2'b01: alu_result = op1 - op2;
            2'b10: alu_result = op1 & op2;
            2'b11: alu_result = op1 | op2;
            default: alu_result = {ALU_WIDTH{1'b0}};
        endcase
    end
endmodule
--- flow/run.sh ---
#!/bin/bash
# OpenROAD 26Q1-2900-gdf79404cd8, Yosys 0.63+post, stock flow scripts
make -C /OpenROAD-flow-scripts/flow DESIGN_CONFIG=/design/flow/config.mk WORK_HOME=/design/flow/orfs finish
--- flow/config.mk ---
export PLATFORM = sky130hd
export DESIGN_NAME = alu
export DESIGN_NICKNAME = alu
export VERILOG_FILES = /design/flow/design.v
export SDC_FILE = /design/flow/constraint.sdc
export NUM_CORES = 4
export LEC_CHECK = 1
export CORE_AREA = 10 10 107 107
export DIE_AREA = 0 0 117 117
--- flow/constraint.sdc ---
current_design alu

set clk_period 16.6
set clk_io_pct 0.2

create_clock -name clk0 -period $clk_period

set non_clock_inputs [all_inputs -no_clocks]
set_input_delay [expr $clk_period * $clk_io_pct] -clock clk0 $non_clock_inputs
set_output_delay [expr $clk_period * $clk_io_pct] -clock clk0 [all_outputs]
==> summary.txt <==
Latest figures from synthesis and place and route.

After layout, the design draws a total of 0.0812 mW. The routed layout has 1523 vias. The proportion of synthesized chip area in sequential cells is 0%. The remaining antenna violation count is 0. The pin count of the biggest net entering global routing is 37. The global routing usage on met3 is 0.722%. In the placement report, post-DP HPWL is listed as 3930 µm. The number of max-slew violations in the final report is 0. The wire length recorded after detailed routing is 4530 µm. In this run the layout overhead on the synthesized area is reported as 44.2%. Yosys attributes the largest share of cell area to sky130_fd_sc_hd__ha_1 (16%), sky130_fd_sc_hd__maj3_1 (9.3%), sky130_fd_sc_hd__xor2_1 (8.8%).

The global routing's busiest layer is met2. Setup repair after global routing left no endpoint under its margin. The leakage power of the design is 0.801 nW. The number of global-route vias before repair came to 1517. The path type of the worst setup path is in2out. The total global-route track usage is 6.67%. The flow ran to the end, and the final reports show no timing, DRC or antenna violations.

After layout, the clock buffer instance count stands at 0. The cell area after technology mapping is 0.00140 mm². STA classifies the critical path endpoint as an output port. The repair_antennas step left the layout with diodes totalling 0. The maximum net fanout on the critical path is 19. The weighted congestion reported at the end of routability-driven placement is 0.892. The final count of negative-setup-slack endpoints is 0. The data arrival time reported for the critical path is 7.47 ns.

For this run the aggregate overflow at the end of global routing stands at 0. After routing, the total negative slack on setup checks comes to 0 ns. STA reports the tightest min-delay check as being of type in2out. The initial antenna violation count is 0. The post-synthesis area per instance is 6.87 µm². The final standard cell count with taps included and fillers excluded is 357. The max-cap violation count is 0. The stat command in Yosys gives a chip area of 0.00140 mm².

The number of cells in Yosys stat is 203. Counting tap cells, the placed design contains a total of 357 instances. The summed area of non-filler cells in the final layout is 0.00201 mm². Per the OpenROAD floorplan log, the area of the core is 0.00920 mm².

The number of warning messages in the yosys log is 1. Once the clock tree was built, the setup fixing pass inserted 0 buffers. Derived from the worst setup path, the maximum achievable clock frequency is 92.7 MHz.

The count of cell types in the netlist is 39. In the global route stage, met2 resource usage came out at 11.8%. The area of placed instances is 0.00201 mm². The share of synthesized area in the top cell type comes to 16.1%. Across the VDD grid, the largest voltage drop is 11.3 µV. The power per standard cell area is 40.4 mW/mm². The number of hold-repair buffers added at the cts stage is 0. According to the cell report, flip-flops and latches in the layout number 0. The routed wirelength normalized by instance count is 12.7 µm. The total count of hold-check failures in the final report is 0. The filler cells instantiated in the layout total 1021. Measured along the y axis, the die boundary spans 117 µm. The smallest clock period supported by the final layout is computed as 10.79 ns. The critical path endpoint has a required time of 13.28 ns. The total DRC errors in the routed layout is 0.

The first global-routing pass estimated 7440 µm of wire. The leading area contributor after synthesis is sky130_fd_sc_hd__ha_1. The floorplan die area is 0.0137 mm². The floorplan step set the die width to 117 µm. The initial core utilization is 15.2%. The total area of sequential cells is 0 µm². The violation tally from detailed-route iteration zero is 75. The number of instances in the synthesized netlist is 203. The fraction of layout instances using a drive strength above 1 is 3.66%. The count of tool warnings is 34. The count of port buffers added during placement is 50. The count of cells resized by post-cts repair is 0. Pin placement for this block handled 50 I/O pins.

The worst-margin pin slew is 0.780 ns. The portion of the clock cycle consumed by the worst path in the final layout is 65.0%. The script logs the ratio of routed vias to standard cells as 4.27.

The number of iterations in the first detailed-routing pass is 4. Measured against its own limit, the worst slew margin works out to 47.8%. STA classifies the critical path startpoint as an input port.

The met1 usage in global routing is 9.04%. The standard-cell row count is 35.
## cell families (layout without fill, tap and decap cells)
logic type                 Yosys count  in the layout  synth area share (%)
and+or+nand+nor                     66             66                  22.4
muxes                                4              4                  3.05
xor gates and xnor gates            26             26                  16.3
adders and majority gates           32             32                  26.9
buffers and inverters               15             58                  4.04
AOI/OAI and AO/OA                   60             60                  27.3
## layer usage
layer / routed length, µm / part of all wire, % / vias up
li1: - / - / 811
met1: 2180 / 48 / 673
met2: 2170 / 48 / 39
met3: 181 / 4.0 / 0
met4: 0 / 0 / 0
met5: 0 / 0 / -
## per-stage QoR
step | utilization [%] | hold WS [ns] | setup slack, ns
floorplan | - | 6.84 | 7.47
global placement | 21.9 | 7.83 | 5.87
detailed placement | 21.9 | 7.85 | 5.79
CTS | 21.9 | 7.87 | 5.77
global route | 21.9 | 7.91 | 5.42
finish | 21.9 | 7.84 | 5.81
## cell type report
| cell class | count | area, µm² | area share [%] |
|---|---|---|---|
| Multi-Input combinational cell | 188 | 1340 | 66.5 |
| Timing Repair Buffer | 51 | 508 | 25.2 |
| Tap cell | 111 | 139 | 6.90 |
| Inverter | 7 | 26.3 | 1.31 |
## final timing paths
| kind | from | endpoint | slack [ns] | depth (start not counted) |
|---|---|---|---|---|
| max | alu_op[0] | alu_result[15] | 5.81 | 12 |
| min | alu_op[1] | alu_result[13] | 7.84 | 5 |
## power by group
part	switching, mW	total [mW]	internal [mW]	leakage [nW]
Sequential	0	0	0	0
Combinational	0.0369	0.0812	0.0443	0.801
Clock	0	0	0	0
Total	0.0369	0.0812	0.0443	0.801
## placed cells by master (no fill, tap or decap), types with 2 or more instances in the layout
cell type | synthesis | final
sky130_fd_sc_hd__nor2b_1 | 2 | 2
sky130_fd_sc_hd__o21bai_1 | 3 | 3
sky130_fd_sc_hd__xor2_1 | 14 | 14
sky130_fd_sc_hd__o21ai_0 | 21 | 21
sky130_fd_sc_hd__xnor2_1 | 12 | 12
sky130_fd_sc_hd__nand2b_1 | 5 | 5
sky130_fd_sc_hd__ha_1 | 18 | 18
sky130_fd_sc_hd__nor3_1 | 3 | 3
sky130_fd_sc_hd__clkdlybuf4s50_1 | 0 | 50
sky130_fd_sc_hd__a21o_1 | 7 | 7
sky130_fd_sc_hd__nor2_1 | 18 | 18
sky130_fd_sc_hd__nand2_1 | 27 | 27
sky130_fd_sc_hd__o31ai_1 | 4 | 4
sky130_fd_sc_hd__a21oi_1 | 17 | 17
sky130_fd_sc_hd__mux2_2 | 2 | 2
sky130_fd_sc_hd__mux2i_1 | 2 | 2
sky130_fd_sc_hd__maj3_1 | 13 | 13
sky130_fd_sc_hd__inv_1 | 7 | 7
## cell usage after synthesis (all sizes together)
| cell | number |
|---|---|
| mux2 | 2 |
| o311ai | 1 |
| clkbuf | 7 |
| a211oi | 2 |
| o21bai | 3 |
| nand4 | 1 |
| nor3 | 3 |
| ha | 18 |
| nand4b | 1 |
| nand2 | 27 |
| and3 | 1 |
| a31oi | 1 |
| a221oi | 1 |
| nor2 | 19 |
| fa | 1 |
| and3b | 1 |
| nor2b | 2 |
| or3 | 1 |
| maj3 | 13 |
| nand3 | 1 |
| o31ai | 4 |
| inv | 7 |
| xnor2 | 12 |
| buf | 1 |
| and2 | 1 |
| xor2 | 14 |
| nor3b | 1 |
| mux2i | 2 |
| a31o | 1 |
| o41ai | 1 |
| nor4 | 2 |
| o21ai | 22 |
| a21oi | 17 |
| nand2b | 5 |
| a21o | 7 |
## critical path, stage by stage
cell,delay (ns)
sky130_fd_sc_hd__clkdlybuf4s50_1,0.98
sky130_fd_sc_hd__nor2b_1,0.51
sky130_fd_sc_hd__a21oi_1,0.11
sky130_fd_sc_hd__xnor2_1,0.15
sky130_fd_sc_hd__ha_1,0.32
sky130_fd_sc_hd__a21o_1,0.19
sky130_fd_sc_hd__o31ai_1,0.56
sky130_fd_sc_hd__o21ai_0,0.25
sky130_fd_sc_hd__xnor2_1,0.33
sky130_fd_sc_hd__a211oi_2,0.07
sky130_fd_sc_hd__and3b_1,0.21
sky130_fd_sc_hd__clkdlybuf4s50_1,0.46
Power is estimated from default activity; no workload was simulated.
